**design/flow/run.sh**
```bash
#!/bin/bash
# OpenROAD 26Q1-2900-gdf79404cd8, Yosys 0.63+post, stock flow scripts
make -C /OpenROAD-flow-scripts/flow DESIGN_CONFIG=/design/flow/config.mk WORK_HOME=/design/flow/orfs finish
```
**design/flow/config.mk**
```make
export PLATFORM = sky130hd
export DESIGN_NAME = registerfile
export DESIGN_NICKNAME = registerfile
export VERILOG_FILES = /design/flow/design.v
export SDC_FILE = /design/flow/constraint.sdc
export NUM_CORES = 4
export LEC_CHECK = 1
export CORE_UTILIZATION = 50
```
**design/flow/constraint.sdc**
```tcl
current_design registerfile

set clk_period 4.5
set clk_io_pct 0.2

create_clock -name clk0 -period $clk_period [get_ports {CLK}]

set non_clock_inputs [all_inputs -no_clocks]
set_input_delay [expr $clk_period * $clk_io_pct] -clock clk0 $non_clock_inputs
set_output_delay [expr $clk_period * $clk_io_pct] -clock clk0 [all_outputs]
```
**design/flow/design.v**
```verilog
`timescale 1ns / 1ps
module registerfile( ADD1 , ADD2 , WADD , CLK , WEN , R1 , R2 , DATAIN , RESET
    );
	 parameter DataWidth = 16 ,
				  AddWidth  = 3 ;
	 input [ AddWidth - 1 : 0 ] ADD1 , ADD2 , WADD ;  
	 input [ DataWidth - 1 : 0 ] DATAIN ;
	 input CLK ; 
	 input WEN ;   
	 input RESET ;
	 integer i ;
	 output [ DataWidth - 1 : 0 ] R1 , R2 ;
	 reg [ DataWidth - 1 : 0 ] MEM [ 0 : ( 1 << AddWidth) - 1 ] ;
	 initial  
		begin 
			for ( i = 0 ; i < ( 1 << AddWidth) ; i = i + 1 )
				MEM[i]  <= 0 ;
		end
	 always @( posedge CLK or posedge RESET ) 
		begin 
		if ( RESET == 1 ) 
			begin 
				for ( i = 0 ; i < ( 1 << AddWidth) ; i = i + 1 )
				MEM[i]  <= 0 ;
			end
		else
			begin
				if ( WEN == 1 )
					begin 
						MEM [ WADD ] <= DATAIN ;
					end
				else   ;
			end
		end 
		assign R1 = MEM [ ADD1 ] ,
			    R2 = MEM [ ADD2 ] ;
endmodule
```
==> impl_metrics.py <==
# Synthesis and PnR figures
metrics = {
    "worst_setup_path": {
        "path_class": "in -> out",
        "crit_cells": 7,
        "start_kind": "input pin",
        "cpMostUsedCell": "clkdlybuf4s50_1",
        "critical_path_arrival_ns": 3.03,
        "required_ns": 3.60,
        "crit_slowest_cell": "clkdlybuf4s50_1",
        "cp_top_family": "buffers and inverters",
        "path_buffers": 3,
        "reg2reg_depth": 1,
        "critPathMaxStageDelay_ns": 0.75,
        "cp_cell_sequence": "clkdlybuf4s50_1 -> buf_4 -> nand3_1 -> o31ai_1 -> a22oi_1 -> a21oi_1 -> clkdlybuf4s50_1",
        "cp_max_fo": 15,
        "cp-end-kind": "output pin",
    },
    "placed_design": {
        "placed_area_sq_um": 7910,
        "routabilityCongestion": 0.841,
        "pre_cts_ws_ns": 0.596,
        "portBuffers": 59,
        "dp_hpwl_um": 11400,
        "placed_cells": 872,
    },
    "floorplanning": {
        "design.core.area_sq_um": 13900,
        "placementRows": 43,
        "ios": 60,
        "dieArea_sq_um": 14900,
        "die_h_um": 122,
        "fp_util_pct": 51.6,
        "fp.dieW_um": 122,
    },
    "detailed_routing": {
        "post_drt_via_cell_ratio": 6.06,
        "drc_errors": 0,
        "vias": 5456,
        "n_antenna_cell": 0,
        "initialDrtViolationCount": 359,
        "routed_wl_um": 18900,
        "antenna_left": 0,
        "wl_per_cell_um": 21.0,
        "drt_first_pass_iters": 4,
    },
    "sta": {
        "period_used_pct": 87.2,
        "tightest_slew_ns": 0.799,
        "fmax_mhz": 255,
        "holdWs_ns": 0.526,
        "slew_headroom_pct": 46.7,
        "slew_viol_final": 0,
        "setup_ws_ns": 0.575,
        "rsz0062_at_grt": "no",
        "final.setup_skew_ns": 0,
        "hold_viol_final": 0,
        "setup-violations-final": 0,
        "finalCriticalPeriod_ns": 3.93,
        "tns_ns": 0,
    },
    "final_layout": {
        "fin_cells": 901,
        "largest_reg_flops": 128,
        "comb_area_sq_um": 3630,
        "finish.utilization_pct": 60.7,
        "drive_gt1_share_pct": 27.2,
        "largest_register": "MEM",
        "fill_cells": 1110,
        "design_area_sq_um": 8460,
        "largestRegisters": "MEM: 128 flops",
        "ff_latch_area_sq_um": 3200,
        "area_growth_pct": 17.7,
    },
    "global_route": {
        "overflow": 0,
        "grt_max_degree": 129,
        "grt_usage_pct": 28.4,
        "antenna_found_initial": 0,
        "grt_pass1_wl_um": 30700,
        "grt_pass1_vias": 5450,
    },
    "clock_tree": {
        "post_cts_resized": 0,
        "clk_path_buf_depth": 2,
        "cts_sinks": 128,
        "postCtsSetupRepairBufs": 0,
        "cts_tree": "done",
        "clock_latency_ns": 0.40,
        "clkTransAtPathRegs_ns": 0.05,
        "cts_root_buffer": "clkbuf_16",
        "cts-hold-fix-buffers": 0,
        "numCtsBuffers": 17,
        "cts.htree.levels": 4,
    },
    "power": {
        "p_leak_nw": 3.56,
        "ir_drop_v": 0.000318,
        "power_mw": 3.70,
        "p_per_area_nw_per_um2": 437,
    },
    "synthesis": {
        "yosysTopAreaCellShare_pct": 44.5,
        "ys_seq_share_pct": 44.5,
        "synth_warnings": 2,
        "most_common_cell": "dfrtp_1",
        "netlist_area_sq_um": 7190,
        "ys.flops": 128,
        "ys_top_cells_by_area": "dfrtp_1 (45%), mux2_2 (20%), mux2i_1 (3.3%)",
        "synthCells": 662,
        "yosys_area_sq_um": 7190,
        "synth.distinct_cells": 45,
        "largest_area_cell": "dfrtp_1",
        "edf_count": 0,
        "top_cells_by_count": "dfrtp_1 (128), mux2_2 (125), nor2_1 (44), nand2_1 (37), a21oi_1 (31)",
        "async_flop_share_pct": 100,
        "ys_cells": 662,
        "synthFlopType": "dfrtp_1",
        "synth_area_per_cell_sq_um": 10.9,
    },
    "run_status": {
        "status": "completed",
    },
    "worst_hold_path": {
        "min_path_type": "reg -> reg",
        "hold_depth": 1,
    },
    "flow_run": {
        "warnings": 27,
        "drv_cap": 0,
    },
}
cell usage in the layout, fill, tap and decap left out, types with 3 or more instances in the layout:
cell type,n
mux2_2,125
a221oi_1,13
a22oi_1,15
a21o_1,13
o2bb2ai_1,10
nand4b_2,3
nor2b_1,28
mux2i_1,24
o21ai_0,20
nand2_1,37
a311oi_1,13
buf_2,5
o22a_1,16
inv_1,18
clkbuf_16,17
o22ai_1,14
clkbuf_8,5
nor2_1,44
clkinv_2,4
dfrtp_1,128
a21oi_1,31
nand2b_1,16
buf_4,25
nand3_1,3
a211oi_1,13
clkdlybuf4s50_1,54
worst paths after layout:
check                      slack, ns                      to              startpoint
hold reg to reg                 0.53  MEM[5][13]$_DFFE_PP0P_  MEM[5][13]$_DFFE_PP0P_
setup / recovery                0.57                   R2[6]                 ADD2[2]
max in group asynchronous       2.89  MEM[5][11]$_DFFE_PP0P_                   RESET
hold / removal                  0.53  MEM[5][13]$_DFFE_PP0P_  MEM[5][13]$_DFFE_PP0P_
min in group asynchronous       0.94  MEM[6][14]$_DFFE_PP0P_                   RESET
setup reg to reg                3.71  MEM[6][14]$_DFFE_PP0P_  MEM[6][14]$_DFFE_PP0P_
area by class of cell:
type / count / share of cell area (%)
Clock buffer: 23 / 5.88
Clock inverter: 6 / 0.680
Inverter: 19 / 0.872
Multi-Input combinational cell: 460 / 42.9
Sequential cell: 128 / 37.8
Tap cell: 180 / 2.66
Timing Repair Buffer: 85 / 9.14
cells by family after synthesis:
family	synth area share (%)
flip-flops	44.5
buffers and inverters	5.01
AND/OR/NAND/NOR	10.6
multiplexers	23.2
AND-OR/OR-AND	16.6
routing by layer:
metal	GRT usage, %	vias up	wire (um)
li1	-	2529	-
met4	3.09	0	177
met1	44.4	2739	8720
met5	0	-	0
met2	43.9	174	8980
met3	5.92	14	1070
report_power, final:
group | switching, mW | total, mW | internal [mW]
Sequential | 0.177 | 1.58 | 1.41
Combinational | 0.343 | 0.824 | 0.481
Clock | 0.473 | 1.29 | 0.819
Power figures rest on the tool's default switching activity, not on a simulated workload.
