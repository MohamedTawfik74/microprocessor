File: flow/design.v
`timescale 1ns / 1ps
module datamem( ADD , DATAIN , DATAOUT , CLK , WEN
    ); 
	 parameter AddWidth  = 2 ,  
				  DataWidth = 2 ;  
	 input [ DataWidth - 1 : 0 ]  DATAIN ;  
	 input [ AddWidth  - 1 : 0 ]  ADD ;  
	 input CLK ;  
	 input WEN ;  
	 output [ DataWidth - 1 : 0 ] DATAOUT ;  
	 reg [ DataWidth - 1 : 0 ] MEM [ 0 : ( 1 << AddWidth ) - 1 ] ;  
	 always @( posedge CLK ) 
		begin : WRITE_PROCESS
			if (WEN == 1)  
				begin 
					MEM [ ADD ] <= DATAIN ;  
				end 
			else   ;
		end
		assign DATAOUT = MEM [ ADD ] ;  
endmodule
File: flow/run.sh
#!/bin/bash
# OpenROAD 26Q1-2900-gdf79404cd8, Yosys 0.63+post, stock flow scripts
make -C /OpenROAD-flow-scripts/flow DESIGN_CONFIG=/design/flow/config.mk WORK_HOME=/design/flow/orfs finish
File: flow/config.mk
export PLATFORM = sky130hd
export DESIGN_NAME = datamem
export DESIGN_NICKNAME = datamem
export VERILOG_FILES = /design/flow/design.v
export SDC_FILE = /design/flow/constraint.sdc
export NUM_CORES = 4
export LEC_CHECK = 1
export CORE_AREA = 10 10 70 70
export DIE_AREA = 0 0 80 80
File: flow/constraint.sdc
current_design datamem

set clk_period 1.2
set clk_io_pct 0.2

create_clock -name clk0 -period $clk_period [get_ports {CLK}]

set non_clock_inputs [all_inputs -no_clocks]
set_input_delay [expr $clk_period * $clk_io_pct] -clock clk0 $non_clock_inputs
set_output_delay [expr $clk_period * $clk_io_pct] -clock clk0 [all_outputs]
==> git commit body <==
Record implementation results from latest flow run

- The run finished, with violations left.
- Violated checks: setup timing
- The congestion estimate from routability-driven global placement came to 0.653.
- Once placement finished, the instance area stood at 470 um^2.
* DR DRC count: 0
- The routed design shows a wire length per standard cell of 8.43 um.
* Crit path cell chain: mux4_2 > buf_2
- Dominant Register Cell: edfxtp_1
- After layout, the minimum clock period comes to 1.43 ns.
- The detailed router finished its first iteration with 4 violations.
- TritonCTS built the clock tree.
- Share of Yosys cell area claimed by the top area cell type: 73.3%
- Per the finish-stage timing summary, setup violations number 2.
- For the final routed database, the setup TNS stands at -0.452 ns.
- Sequential cells were found to cover 73.3% of the synthesized design area.
- Via density per instance: 2.49
- Final slew viol count: 0
- Unrepaired setup endpoints after global routing: true
- Nets still carrying antenna violations after routing amount to 0.
- Setup CP Type: register to output pin
* Max stage delay on crit path: 0.45 ns
- Entering global routing, the biggest net connects 5 pins.
* Crit path setup slack, layout: -0.231 ns
- Leading cell type by number of instances after synthesis: edfxtp_1
- Tally of yosys warning messages: 1
- The leakage component of the power was reported as 0.159 nW.
- Unique cell type count in the Yosys netlist: 5
* Type of destination of the critical path: output pin
- Clock-pin slew was measured on the worst setup and hold paths at 0.05 ns.
* Number of maximum-capacitance violations: 0
- For reference, the critical path is launched at MEM[2][0].
* Post-synthesis cell type with the largest combined area: edfxtp_1
- Number of instances in the synthesized netlist: 14
* Flip-flop count of the largest register after layout: 8
- Final design instance area without fill: 473 um^2
* Leading cell types by total area after synthesis: edfxtp_1, mux4_1, and3b_2
- The stage logs contain a warning count of 27.
* Proportion of layout cells with a drive suffix above 1: 46.2%
- Top fanout value on the critical path: 1
- The slew check shows that the tightest pin keeps a relative margin of 76.5%.
- CTS added clock buffers totalling 3.
* Number of enable-type register cells in the synthesized netlist: 8
- The iteration count recorded for the first detailed-route pass is 4.
* Core region area: 3420 um^2
- Top-level I/O count: 8
- At the floorplan stage, the core utilization is reported as 9.60%.
* Total power per unit cell area: 1210 nW/um^2
- The die is 80 um wide.
- Number of sinks on the clock net: 8
- Storage cell area: 240 um^2
- Total cell area reported by yosys after synthesis: 328 um^2
- Least-Margin Pin Slew: 0.351 ns
- The path class of the tightest hold or removal check is primary input to register.
* Final Total Pwr: 0.571 mW
* Vias in the first global route: 209
- Among all stages on the critical path, the largest delay is contributed by mux4_2.
- Per the repair_timing log after CTS, setup buffers inserted total 0.
- For reference, the post-synthesis area per instance comes to 23.4 um^2.
* Timing endpoint of the critical path: DATAOUT[0]
- Post-Route Hold Slack: 0.645 ns
- The largest registers in the layout are MEM: 8 flops.
* Global-route wire length before repair: 972 um
- The final critical path takes up 119% of the cycle.
* Total global routing track utilization: 1.99%
* Layout overhead on the synthesized area: 44.3%
- Final-layout fill cell count: 392
- At the worst endpoint, the required time is 0.96 ns.
- Startpoint type of the worst setup path: register
- Final wirelength: 607 um
- Post-synthesis instance area: 328 um^2
* Total gr overflow: 0
- For this run, asynchronously set or reset flops after synthesis account for 0%.
- Area taken by multi-input logic gates: 80.1 um^2
- After synthesis, the most frequently instantiated cells are edfxtp_1, and3b_2, mux4_1.
- In this build the clock could be raised as far as 0.699 GHz.
- Maximum clock insertion buffer count: 2
- Initial antenna violation count: 0
- Number of hold violations in the final report: 0
- After clock tree synthesis, the flow added hold-fix buffers numbering 0.
- The final antenna diode tally reported by the flow is 0.
- Chip area: 6400 um^2
- Depth of the CTS H-tree: 1
* Cell total in the yosys stat output: 14
- In this run the clock root is driven by a clkbuf_4.
- STA on the placed design reports a worst setup slack of -0.845 ns.
- The data arrival time reported for the critical path is 1.19 ns.
- Across all layers, the routed design uses 179 vias.
* Register ranked first by flip-flop count: MEM
* Number of input and output port buffers inserted: 7
* Maximum resistive drop on vdd: 0.209 mV
* Detail Placement HPWL: 470 um
* Number of placement rows: 21
- Per the synth log, the flip-flop and latch total comes to 8.
- Per the OpenROAD floorplan log, the height of the die is 80 um.
layout by cell type, fill, tap and decap left out:
| cell | instances |
|---|---|
| buf_4 | 2 |
| edfxtp_1 | 8 |
| mux4_2 | 2 |
| and3b_2 | 2 |
| and3_2 | 1 |
| clkbuf_4 | 3 |
| clkdlybuf4s50_1 | 3 |
| nor3b_1 | 1 |
| buf_2 | 2 |
| dlygate4sd2_1 | 2 |
worst min path at each step:
stage	start	depth (start not counted)	endpoint	slack, ns
6_report	DATAIN[1]	1	MEM[2][1]	0.64
4_1_cts	DATAIN[0]	1	MEM[2][0]	0.63
5_1_grt	DATAIN[1]	1	MEM[1][1]	0.65
through the flow:
| stage | std cells | util [%] |
|---|---|---|
| finish | 72 | 13.8 |
| global route | 72 | 13.8 |
| CTS | 72 | 13.8 |
| detailed placement | 69 | 13.8 |
| global placement | 69 | 13.8 |
| floorplan | 14 | - |
power breakdown:
group / leakage [nW] / internal, mW / total, mW / switching, mW
Sequential: 0.0735 / 0.323 / 0.326 / 0.00292
Clock: 0.0138 / 0.114 / 0.192 / 0.0788
Combinational: 0.0721 / 0.0342 / 0.0528 / 0.0186
final cells by class:
class / instances / share of cell area [%]
clock buffers: 3 / 4.76
repair buffers: 9 / 15.3
multi-input cells: 6 / 16.9
flip-flops and latches: 8 / 50.8
well taps: 46 / 12.2
layer usage:
metal	vias up	GRT usage [%]	part of all wire, %
met1	85	2.69	46
met3	0	1.59	15
met5	-	0	0
met4	0	0.528	0
met2	10	2.33	39
li1	84	-	-
cell families (layout without fill, tap and decap cells):
logic type,count (synthesis),after routing,share of synthesized area [%]
mux,2,2,16.0
simple gates,4,4,10.7
buf+inv,0,12,0
flops,8,8,73.3
what timing repair did:
action / 4_1_cts / 5_1_grt
resized: 10 / 0
cloned: 0 / 0
setup endpoints to repair: 4 / 2
critical path: cells and delay by family (launching register included):
kind	cells	cell delay [ns]
muxes	1	0.45
DFF	1	0.36
buffers and inverters	1	0.13
Power is estimated from default activity; no workload was simulated.
