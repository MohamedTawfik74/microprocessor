--- flow/design.v ---
`timescale 1ns / 1ps
module controlunit( OPCODE , ControlSignals
    );
	 parameter PCLOAD    = 0 ,
				  PCMUX1    = 1 ,
				  PCMUX2    = 2 ,
				  BRANCHE   = 3 ,
				  BRANCHNE  = 4 ,
				  REGWEN    = 5 ,
				  REGDMUX1  = 6 ,
				  REGDMUX2  = 7 ,
				  REGAMUX1  = 8 ,
				  REGAMUX2  = 9 ,
				  RAMWEN    = 10 ,
				  OUTWEN    = 11 ,
				  ALUOPB    = 12 ,
				  ALUMUX1   = 13 ,
				  ALUMUX2   = 14 ,
				  ALUMUX3   = 15 ;
	parameter  SIZE     = 16 ;    
	parameter  ALU  = 4'b0000 ,   
				  ADDI = 4'b0100 ,
				  ANDI = 4'b0101 ,
				  ORI  = 4'b0110 ,
				  LW   = 4'b0111 ,
				  SW   = 4'b1000 ,
				  J    = 4'b1011 ,
				  JAL  = 4'b1100 ,
				  JR   = 4'b0011 ,
				  BEQ  = 4'b1001 ,
				  BNE  = 4'b1010 ,
				  IN   = 4'b0001 ,
				  OUT  = 4'b0010 ,
				  NOP  = 4'b1110 ,
				  HLT  = 4'b1111 ;
	input [ 3 : 0 ] OPCODE ;
	output [ SIZE - 1 : 0 ] ControlSignals ;
	reg [ SIZE - 1 : 0 ] ControlSignals ;	  
	always @( OPCODE ) 
		begin 
			case ( OPCODE ) 
				ALU : 
					ControlSignals = 16'b000_0_0_0_00_00_1_00_00_1 ; 
				ADDI : 
					ControlSignals = 16'b010_1_0_0_01_00_1_00_00_1 ;
				ANDI : 
					ControlSignals = 16'b011_1_0_0_01_00_1_00_00_1 ;
				ORI : 
					ControlSignals = 16'b100_1_0_0_01_00_1_00_00_1 ;
				LW  : 
					ControlSignals = 16'b010_0_0_0_01_01_1_00_00_1 ;
				SW : 
					ControlSignals = 16'b010_0_0_1_00_01_0_00_00_1 ;
				J  : 
					ControlSignals = 16'b000_0_0_0_00_00_0_00_10_1 ;
				JAL : 
					ControlSignals = 16'b000_0_0_0_10_11_1_00_10_1 ;
				JR : 
					ControlSignals = 16'b000_0_0_0_00_00_0_00_11_1 ;
				BEQ : 
					ControlSignals = 16'b001_1_0_0_00_01_0_01_01_1 ;
				BNE : 
					ControlSignals = 16'b001_1_0_0_00_01_0_10_01_1 ;
				IN : 
					ControlSignals = 16'b000_0_0_0_00_10_1_00_00_1 ;
				OUT : 
					ControlSignals = 16'b000_0_1_0_00_00_0_00_00_1 ;
				HLT : 
					ControlSignals = 16'b000_0_0_0_00_00_0_00_00_0 ;
				NOP : 
					ControlSignals = 16'b000_0_0_0_00_00_0_00_00_1 ;
				default :  
					ControlSignals = 16'b000_0_0_0_00_00_0_00_00_1 ;
			endcase
		end
endmodule
--- flow/run.sh ---
#!/bin/bash
# OpenROAD 26Q1-2900-gdf79404cd8, Yosys 0.63+post, stock flow scripts
make -C /OpenROAD-flow-scripts/flow DESIGN_CONFIG=/design/flow/config.mk WORK_HOME=/design/flow/orfs finish
--- flow/config.mk ---
export PLATFORM = sky130hd
export DESIGN_NAME = controlunit
export DESIGN_NICKNAME = controlunit
export VERILOG_FILES = /design/flow/design.v
export SDC_FILE = /design/flow/constraint.sdc
export NUM_CORES = 4
export LEC_CHECK = 1
export CORE_AREA = 10 10 70 70
export DIE_AREA = 0 0 80 80
--- flow/constraint.sdc ---
current_design controlunit

set clk_period 1.1
set clk_io_pct 0.2

create_clock -name clk0 -period $clk_period

set non_clock_inputs [all_inputs -no_clocks]
set_input_delay [expr $clk_period * $clk_io_pct] -clock clk0 $non_clock_inputs
set_output_delay [expr $clk_period * $clk_io_pct] -clock clk0 [all_outputs]
==> impl_metrics.ini <==
; flow metrics
[outcome]
outcome = complete, but fails checks
violations = negative setup slack

[timing]
setup_repair_after_global_routing_missed_its_margin = true
finalClockPeriodUsage = 1.05
layout_min_cycle_time_ps = 1160
worst_slew_pin_slew_ps = 184
setup_slack_ps = -58.3
finalMaxSlewViolations = 0
setup_total_negative_slack_ps = -220
finalSetupViolations = 7
slew_headroom = 0.874
timing_hold_violations_final = 0
whs_ps = 799
timing.fmax_mhz = 863

[worst_setup_path]
start_kind = primary input
cpLargestDelayFamily = buffers and inverters
criticalPathCategory = primary input to output pin
worst-path-max-fanout = 4
cp_data_required_time_ps = 880
worst_ep_arrival_time_ps = 940
end_kind = output pin
crit_cells = 8
path_cells = buf_12, inv_8, ha_4, buf_6, buf_6, inv_2, a2bb2oi_2, buf_2
max_stage_delay_ps = 130
timing.critical_path.mode_cell = sky130_fd_sc_hd__buf_6
critical_path.startpoint = OPCODE[0]
critical-path-slowest-cell = sky130_fd_sc_hd__ha_4
critical_path.n_buffers_inverters = 6

[cells_and_area]
area.growth.synth_to_final_pct = 192
fin_cells = 121
final_design_area_no_fill_sq_um = 845
finalCoreUtilization = 0.247
ff_count = 0
clock_buffer_count = 0
seq_area_sq_um = 0
drive_gt1_frac = 0.800

[die]
die.size.y_microns = 80
initial_core_util = 0.0846
die_width_microns = 80
pin_count = 20
core_sq_mm = 0.00342
fp-row-count = 21
design.die.area_sq_mm = 0.00640

[drt]
drtPass1Iterations = 2
detail_route.antenna_diodes = 0
postRouteWirelength_microns = 1300
wl_per_cell_microns = 10.7
routed_via_density = 3.34
drc_errors = 0
detailroute.via_count = 404
drt-initial-drc-count = 3
drtAntennaViolNets = 0

[place]
place_area_sq_um = 584
portBuffers = 20
numPlacedInstances = 108
routabilityCongestion = 0.786

[global_routing]
grt_residual_overflow = 0
grt_pass1_vias = 406
global_route.usage.total = 0.0372
antenna_found_initial = 0
grt_max_degree = 9
global_route_wire_length_before_repair_microns = 2030

[job]
log.warning_count = 40
timing.max_cap.violations = 0

[power]
ir_worst_vdd_mv = 0.0617
p_per_area_mw_per_mm2 = 324
leakage_nw = 0.401

[logic_synthesis]
post_synth_instance_area_sq_um = 289
syn_area_per_cell_sq_um = 7.81
synth_stat.cells = 37
synth.yosys.seq_area_share = 0
yosys_warnings = 1
synthTopCellsByArea = sky130_fd_sc_hd__ha_1 (30%), sky130_fd_sc_hd__and2_1 (11%), sky130_fd_sc_hd__mux2i_1 (10%)
synth_cell_type_count = 16
synthMostInstantiatedCell = sky130_fd_sc_hd__ha_1
synthCells = 37
post_synth_top_area_cell = sky130_fd_sc_hd__ha_1
top_area_cell_share = 0.303
synth.top_cells.by_count = sky130_fd_sc_hd__ha_1 (7), sky130_fd_sc_hd__and2_1 (5), sky130_fd_sc_hd__inv_1 (5), sky130_fd_sc_hd__mux2i_1 (3), sky130_fd_sc_hd__nor2_1 (3)
ys_chip_area_sq_um = 289

[min_path]
timing.hold.worst.class = primary input to output pin
hold-path-cell-count = 3
hp-start = OPCODE[3]

[clock_tree]
post_cts_hold_buffer_count = 0
-- per-layer routing --
| metal | share of wire | GRT usage |
|---|---|---|
| met1 | 0.46 | 0.0501 |
| met2 | 0.43 | 0.0586 |
| met3 | 0.10 | 0.0136 |
| met4 | 0 | 0 |
| met5 | 0 | 0 |
-- worst min-delay path, stage by stage --
cell and delay, ps:
sky130_fd_sc_hd__buf_8 80, sky130_fd_sc_hd__and3_4 180, sky130_fd_sc_hd__clkbuf_2 90
-- logic make-up (layout without fill, tap and decap cells) --
group / Yosys count / count (layout) / synth area share
AOI/OAI and AO/OA: 7 / 7 / 0.186
and+or+nand+nor: 13 / 13 / 0.290
buffers and inverters: 7 / 45 / 0.117
adders and majority gates: 7 / 7 / 0.303
muxes: 3 / 3 / 0.104
-- area by class of cell --
class | count | area, sq um
Fill cell | 347 | 2570
Timing Repair Buffer | 40 | 388
Multi-Input combinational cell | 30 | 365
Tap cell | 46 | 57.6
Inverter | 5 | 33.8
-- cell usage in the layout, fill, tap and decap left out, types with 2 or more instances in the layout --
master and n:
sky130_fd_sc_hd__ha_1 2, sky130_fd_sc_hd__inv_8 2, sky130_fd_sc_hd__ha_4 5, sky130_fd_sc_hd__buf_8 2, sky130_fd_sc_hd__inv_2 2, sky130_fd_sc_hd__buf_2 10
sky130_fd_sc_hd__buf_6 19, sky130_fd_sc_hd__buf_4 4, sky130_fd_sc_hd__o2bb2ai_2 2, sky130_fd_sc_hd__buf_12 2, sky130_fd_sc_hd__mux2i_1 3, sky130_fd_sc_hd__nor2_1 2
sky130_fd_sc_hd__and2_4 4
-- path summary, 6_finish.rpt --
| path | to | slack [ps] |
|---|---|---|
| min | ControlSignals[9] | 800 |
| max | ControlSignals[5] | -60 |
-- where the power goes --
part	internal (mW)	switching, mW	total (mW)
Clock	0	0	0
Combinational	0.171	0.103	0.274
Sequential	0	0	0
Total	0.171	0.103	0.274
-- metrics by stage --
| step | power (mW) | worst slack, ps |
|---|---|---|
| floorplan | 0.0652 | 108 |
| global placement | 0.171 | -930 |
| detailed placement | 0.171 | -937 |
| CTS | 0.261 | -124 |
| global route | 0.296 | -104 |
| finish | 0.274 | -58.3 |
-- timing repair --
action                                  4_1_cts  5_1_grt
endpoints found under the hold margin         0        0
cloned                                        1        0
endpoints found under the setup margin       16       13
buffers inserted                             14        0
pin swaps                                    10        6
resized                                     116       11
Power and IR drop assume default switching activity.
